--- /design/flow/config.mk ---
export PLATFORM = sky130hd
export DESIGN_NAME = msg_extractor_fsm
export DESIGN_NICKNAME = msg_extractor_fsm
export VERILOG_FILES = /design/flow/design.v
export SDC_FILE = /design/flow/constraint.sdc
export NUM_CORES = 4
export LEC_CHECK = 1
export CORE_UTILIZATION = 50
--- /design/flow/constraint.sdc ---
current_design msg_extractor_fsm

set clk_period 29.4
set clk_io_pct 0.2

create_clock -name clk0 -period $clk_period [get_ports {clk}]

set non_clock_inputs [all_inputs -no_clocks]
set_input_delay [expr $clk_period * $clk_io_pct] -clock clk0 $non_clock_inputs
set_output_delay [expr $clk_period * $clk_io_pct] -clock clk0 [all_outputs]
--- /design/flow/design.v ---
`timescale 1ns / 100ps
module msg_extractor_fsm (
  input   clk, reset_n, in_valid, in_startofpacket, in_endofpacket, in_error,
  input   [63:0]  in_data,
  input   [2:0]   in_empty,
  output  reg in_ready, out_valid,
  output  reg [255:0] out_data,
  output  reg [31:0]  out_bytemask
  );
  reg     [3:0]   state, nextstate;
  reg     [15:0]  msg_count, nx_msg_count;
  reg     [15:0]  msg_length, nx_msg_length;
  reg     [255:0] payload0, nx_payload0;
  reg     [31:0]  payload0_mask, nx_payload0_mask;
  reg     [255:0] payload, nx_payload;
  reg     [31:0]  payload_mask, nx_payload_mask;
  reg             vout, nx_vout;
  parameter IDLE          = 3'd0,
            PARTIAL_PKT   = 3'd1,
            SPLIT_LEN_PKT = 3'd2,
            FULL_PKT      = 3'd3,
            LAST_PKT      = 3'd4;
  always @(posedge clk or negedge reset_n)
  begin
    if (!reset_n)
    begin
      state         <= IDLE;
      msg_count     <= 16'd0;
      msg_length    <= 16'd0;
      payload       <= 256'd0;
      payload0      <= 256'd0;
      vout          <= 1'b0;
      payload_mask  <= 32'd0;
      payload0_mask <= 32'd0;
    end
    else begin
      state         <= nextstate;
      msg_count     <= nx_msg_count;
      msg_length    <= nx_msg_length;
      payload       <= nx_payload;
      payload0      <= nx_payload0;
      vout          <= nx_vout;
      payload_mask  <= nx_payload_mask;
      payload0_mask <= nx_payload0_mask;
    end
  end
  always @(state or vout or payload or payload_mask or msg_count)
  begin
    if (msg_count==16'd0) in_ready = 1'b1;
    else                  in_ready = 1'b0;
    out_valid = vout;
    out_data  = payload;
    out_bytemask = payload_mask;
  end
  always @(in_data or in_valid or in_error or in_startofpacket or in_endofpacket or
            state or msg_length or msg_count or payload or payload0 or payload_mask or payload0_mask)
  begin
    nextstate       = IDLE;
    nx_msg_count    = 16'd0;
    nx_msg_length   = 16'd0;
    nx_payload      = 256'd0;
    nx_payload0     = 256'd0;;
    nx_vout         = 1'b0;
    nx_payload_mask = 32'd0;
    nx_payload0_mask= 32'd0;
    case (state)
      IDLE: if (in_valid & in_startofpacket & !in_error)
            begin
              nextstate       = PARTIAL_PKT;
              nx_msg_count    = in_data[63:48];
              nx_msg_length   = in_data[47:32] - 16'd4;
              nx_payload0     = in_data[31:0];
              nx_payload      = 256'd0;
              nx_vout         = 1'b0;
              nx_payload_mask = 32'd0;
              nx_payload0_mask= {4{1'b1}};
            end
      PARTIAL_PKT:
            if (in_valid & !in_error)
            begin
              if (msg_length == 16'd0)
              begin
                if (msg_count > 0)
                  nextstate   = PARTIAL_PKT;
                else
                  nextstate   = LAST_PKT;
                nx_msg_count  = msg_count - 16'd1;
                nx_msg_length = in_data[63:48] - 16'd6;
                nx_payload    = 256'd0;
                nx_payload0   = in_data[47:0];
                nx_vout       = 1'b1;
                nx_payload_mask = 32'd0;
                nx_payload0_mask= {6{1'b1}};
              end
              else if (msg_length == 16'd1)
              begin
                if (msg_count > 0)
                  nextstate   = PARTIAL_PKT;
                else
                  nextstate   = LAST_PKT;
                nx_msg_count  = msg_count - 16'd1;
                nx_msg_length = in_data[55:40] - 16'd5;
                nx_payload    = {payload0,in_data[63:56]};
                nx_payload0   = in_data[39:0];
                nx_vout         = 1'b1;
                nx_payload_mask = {payload0_mask , 1'b1} ;
                nx_payload0_mask= {5{1'b1}};
              end
              else if (msg_length == 16'd2)
              begin
                if (msg_count > 0)
                  nextstate   = PARTIAL_PKT;
                else
                  nextstate   = LAST_PKT;
                nx_msg_count  = msg_count - 16'd1;
                nx_msg_length = in_data[47:32] - 16'd4;
                nx_payload    = {payload0 , in_data[63:48]};
                nx_payload0   = in_data[31:0];
                nx_vout         = 1'b1;
                nx_payload_mask = {payload0_mask , {2{1'b1}}} ;
                nx_payload0_mask= {4{1'b1}};
              end
              else if (msg_length == 16'd3)
              begin
                if (msg_count > 0)
                  nextstate   = PARTIAL_PKT;
                else
                  nextstate   = LAST_PKT;
                nx_msg_count  = msg_count - 16'd1;
                nx_msg_length = in_data[39:24] - 16'd3;
                nx_payload    = {payload0 , in_data[63:40]};
                nx_payload0   = in_data[23:0];
                nx_vout         = 1'b1;
                nx_payload_mask = {payload0_mask , {3{1'b1}}} ;
                nx_payload0_mask= {3{1'b1}};
              end
              else if (msg_length == 16'd4)
              begin
                if (msg_count > 0)
                  nextstate   = PARTIAL_PKT;
                else
                  nextstate   = LAST_PKT;
                nx_msg_count  = msg_count - 16'd1;
                nx_msg_length = in_data[31:16] - 16'd2;
                nx_payload    = {payload0 , in_data[63:32]};
                nx_payload0   = in_data[15:0];
                nx_vout         = 1'b1;
                nx_payload_mask = {payload0_mask , {4{1'b1}}} ;
                nx_payload0_mask= {2{1'b1}};
              end
              else if (msg_length == 16'd5)
              begin
                if (msg_count > 0)
                  nextstate   = PARTIAL_PKT;
                else
                  nextstate   = LAST_PKT;
                nx_msg_count  = msg_count - 16'd1;
                nx_msg_length = in_data[23:8] - 16'd1;
                nx_payload    = {payload0 , in_data[63:24]};
                nx_payload0   = in_data[7:0];
                nx_vout         = 1'b1;
                nx_payload_mask = {payload0_mask , {5{1'b1}}} ;
                nx_payload0_mask= 1'b1;
              end
              else if (msg_length == 16'd6)
              begin
                if (msg_count > 0)
                  nextstate   = PARTIAL_PKT;
                else
                  nextstate   = LAST_PKT;
                nx_msg_count  = msg_count - 16'd1;
                nx_msg_length = in_data[15:0];
                nx_payload    = {payload0 , in_data[63:16]};
                nx_payload0   = 256'd0;;
                nx_vout         = 1'b1;
                nx_payload_mask = {payload0_mask , {6{1'b1}}} ;
                nx_payload0_mask= 32'd0;
              end
              else if (msg_length == 16'd7)
              begin
                nextstate     = SPLIT_LEN_PKT;
                nx_msg_count  = msg_count - 16'd1;
                nx_msg_length = in_data[7:0];
                nx_payload    = {payload0 , in_data[63:8]};
                nx_payload0   = 256'd0;;
                nx_vout         = 1'b1;
                nx_payload_mask = {payload0_mask , {7{1'b1}}} ;
                nx_payload0_mask= 32'd0;
              end
              else begin  
                if (msg_count == 0)
                  nextstate   = LAST_PKT;
                else
                  nextstate   = FULL_PKT;
                nx_msg_count  = msg_count;
                nx_msg_length = msg_length - 16'd8;
                nx_payload    = {payload0 , in_data[63:0]};
                nx_payload0   = 256'd0;;
                nx_vout         = 1'b0;
                nx_payload_mask = {payload0_mask , {8{1'b1}}} ;
                nx_payload0_mask= 32'd0;
              end
            end
      SPLIT_LEN_PKT:
            if (in_valid & !in_error)
            begin
              nextstate     = FULL_PKT;
              nx_msg_count  = msg_count;
              nx_msg_length = {msg_length, in_data[63:56]} - 16'd7;
              nx_payload    = in_data[55:0];
              nx_payload0   = 256'd0;;
              nx_vout         = 1'b0;
              nx_payload_mask = {payload0_mask , {7{1'b1}}} ;
              nx_payload0_mask= 32'd0;
            end
      FULL_PKT:
            if (in_valid & !in_error)
            begin
              if (msg_length == 16'd0)
              begin
                if (msg_count > 0)
                  nextstate   = PARTIAL_PKT;
                else
                  nextstate   = LAST_PKT;
                nx_msg_count  = msg_count - 16'd1;
                nx_msg_length = in_data[63:48] - 16'd6;
                nx_payload    = 256'd0;
                nx_payload0   = in_data[47:0];
                nx_vout         = 1'b1;
                nx_payload_mask = 32'd0;
                nx_payload0_mask= {6{1'b1}};
              end
              else if (msg_length == 16'd1)
              begin
                if (msg_count > 0)
                  nextstate   = PARTIAL_PKT;
                else
                  nextstate   = LAST_PKT;
                nx_msg_count  = msg_count - 16'd1;
                nx_msg_length = in_data[55:40] - 16'd5;
                nx_payload    = {payload0,in_data[63:56]};
                nx_payload0   = in_data[39:0];
                nx_vout         = 1'b1;
                nx_payload_mask = {payload_mask , 1'b1} ;
                nx_payload0_mask= {5{1'b1}};
              end
              else if (msg_length == 16'd2)
              begin
                if (msg_count > 0)
                  nextstate   = PARTIAL_PKT;
                else
                  nextstate   = LAST_PKT;
                nx_msg_count  = msg_count - 16'd1;
                nx_msg_length = in_data[47:32] - 16'd4;
                nx_payload    = {payload, in_data[63:48]};
                nx_payload0   = in_data[31:0];
                nx_vout         = 1'b1;
                nx_payload_mask = {payload_mask , {2{1'b1}}} ;
                nx_payload0_mask= {4{1'b1}};
              end
              else if (msg_length == 16'd3)
              begin
                if (msg_count > 0)
                  nextstate   = PARTIAL_PKT;
                else
                  nextstate   = LAST_PKT;
                nx_msg_count  = msg_count - 16'd1;
                nx_msg_length = in_data[39:24] - 16'd3;
                nx_payload    = {payload , in_data[63:40]};
                nx_payload0   = in_data[23:0];
                nx_vout         = 1'b1;
                nx_payload_mask = {payload_mask , {3{1'b1}}} ;
                nx_payload0_mask= {3{1'b1}};
              end
              else if (msg_length == 16'd4)
              begin
                if (msg_count > 0)
                  nextstate   = PARTIAL_PKT;
                else
                  nextstate   = LAST_PKT;
                nx_msg_count  = msg_count - 16'd1;
                nx_msg_length = in_data[31:16] - 16'd2;
                nx_payload    = {payload , in_data[63:32]};
                nx_payload0   = in_data[15:0];
                nx_vout         = 1'b1;
                nx_payload_mask = {payload_mask , {4{1'b1}}} ;
                nx_payload0_mask= {2{1'b1}};
              end
              else if (msg_length == 16'd5)
              begin
                if (msg_count > 0)
                  nextstate   = PARTIAL_PKT;
                else
                  nextstate   = LAST_PKT;
                nx_msg_count  = msg_count - 16'd1;
                nx_msg_length = in_data[23:8] - 16'd1;
                nx_payload    = {payload , in_data[63:24]};
                nx_payload0   = in_data[7:0];
                nx_vout         = 1'b1;
                nx_payload_mask = {payload_mask , {5{1'b1}}} ;
                nx_payload0_mask= 1'b1;
              end
              else if (msg_length == 16'd6)
              begin
                if (msg_count > 0)
                  nextstate   = PARTIAL_PKT;
                else
                  nextstate   = LAST_PKT;
                nx_msg_count  = msg_count - 16'd1;
                nx_msg_length = in_data[15:0];
                nx_payload    = {payload , in_data[63:16]};
                nx_payload0   = 256'd0;;
                nx_vout         = 1'b1;
                nx_payload_mask = {payload_mask , {6{1'b1}}} ;
                nx_payload0_mask= 32'd0;
              end
              else if (msg_length == 16'd7)
              begin
                nextstate     = SPLIT_LEN_PKT;
                nx_msg_count  = msg_count - 16'd1;
                nx_msg_length = in_data[7:0];
                nx_payload    = {payload , in_data[63:8]};
                nx_payload0   = 256'd0;;
                nx_vout         = 1'b1;
                nx_payload_mask = {payload_mask , {7{1'b1}}} ;
                nx_payload0_mask= 32'd0;
              end
              else  
              begin
                nextstate     = FULL_PKT;
                nx_msg_count  = msg_count;
                nx_msg_length = msg_length - 16'd8;
                nx_payload    = {payload , in_data[63:0]};
                nx_payload0   = 256'd0;;
                nx_vout         = 1'b0;
                nx_payload_mask = {payload_mask , {8{1'b1}}} ;
                nx_payload0_mask= 32'd0;
              end
            end
      LAST_PKT:
            begin
              nextstate     = IDLE;
              nx_msg_count  = 16'd0;
              nx_msg_length = 16'd0;
              nx_payload    = 256'd0;
              nx_payload0   = 256'd0;;
              nx_vout       = 1'b0;
              nx_payload_mask = {payload_mask , {8{1'b1}}};
              nx_payload0_mask= 32'd0;
            end
    endcase
  end
endmodule
--- /design/flow/run.sh ---
#!/bin/bash
# OpenROAD 26Q1-2900-gdf79404cd8, Yosys 0.63+post, stock flow scripts
make -C /OpenROAD-flow-scripts/flow DESIGN_CONFIG=/design/flow/config.mk WORK_HOME=/design/flow/orfs finish
==> results_slide.txt <==
Run Summary

Floorplan
  – Number of rows created at floorplan: 93
  – I/O pin total: 363
  – Pre-Place Util: 50.9%
  – Area of the chip: 66,900 um^2
  – Floorplan die width: 259 um
  – Core area: 64,700 um^2
  – Die span in y: 259 um

Worst setup path
  – Crit path depth: 10
  – CP endpoint kind: flop
  – Maximum fanout along the worst path: 71
  – Worst EP arrival: 10.01 ns
  – RR Endpoint: payload[164]
  – CP peak stage delay: 0.72 ns
  – CP dominant cell by count: sky130_fd_sc_hd__buf_4
  – Flop-to-flop setup slack: 24.50 ns
  – Cell at the slowest stage of the critical path: sky130_fd_sc_hd__a21oi_4
  – Type of the setup path with the least slack: in2reg
  – Worst Setup Start Kind: primary input
  – Cells along the critical path: clkdlybuf4s50_1 > nor2b_1 > buf_4 > nand2_1 > a21oi_4 > buf_4 > buf_4 > buf_4 > o221ai_1 > o32ai_1
  – Worst path bufs/invs: 5
  – Required time reported for the critical path endpoint: 29.91 ns
  – Number of cells on the worst reg-to-reg path: 9
  – Cell type group with the largest total delay on the critical path: buffers and inverters
  – Startpoint of the most critical register-to-register path: msg_length[2]

CTS
  – Clk Tree Root Cell: sky130_fd_sc_hd__clkbuf_16
  – Buffer levels on the longest clock path: 3
  – Clock network latency to the later pin of the worst-skew pair: 0.64 ns
  – H-tree levels: 2
  – Clock sink count: 380
  – Number of hold-repair buffers added at the cts stage: 0
  – Clock input transition at the sequential cells of the worst setup and hold paths: 0.06 ns
  – Clock tree from TritonCTS: done
  – Setup bufs post-CTS: 0
  – Number of buffers inserted during clock tree synthesis: 48
  – Quantity of gates resized following cts: 0

Synth
  – Post-synthesis average cell area: 7.33 um^2
  – Sequential element share of the synthesized area: 28.9%
  – Yosys cell count: 4,488
  – Yosys warns: 1
  – EDFF count, synth: 0
  – Synthesized netlist cell count: 4,488
  – Synth flops: 380
  – Synth cell types: 68
  – Area of the mapped netlist: 32,900 um^2
  – Post-synthesis chip area from yosys: 32,900 um^2
  – Synth async-reset ratio: 100%
  – Ys flop type: sky130_fd_sc_hd__dfrtp_1

Routing
  – Vias: 39,400
  – Via/cell ratio: 7.29
  – ANT nets after route: 0
  – Average detailed-routed wire length per instance: 29.9 um
  – Number of violations reported at the end of detailed-routing iteration 0: 5,972
  – Pre-Repair DR Iteration Count: 8
  – Final routed wirelength across all metal layers: 161,000 um
  – Number of DRC violations after detailed routing: 0

Flow run
  – # Max-Cap Violations: 0
  – OpenROAD warning count: 50

Pwr
  – Share of total power consumed by net switching: 31.1%
  – Sequential power share: 37.8%
  – Leakage power of the design: 14.8 nW
  – Internal Pwr Total: 0.000992 W
  – Maximum vdd drop: 0.0554 mV
  – Switching Power: 0.000447 W
  – Power per Cell Area: 37.3 nW/um^2
  – Combinational group share of total power: 16.4%
  – Clock Power Share: 45.8%

Finish
  – Layout-stage area growth over the synthesis result: 17.1%
  – Share of layout cells above drive strength 1: 9.42%
  – Leading cell types in the layout, fill and taps excluded: sky130_fd_sc_hd__o21ai_0, sky130_fd_sc_hd__nand2_1, sky130_fd_sc_hd__dfrtp_1, sky130_fd_sc_hd__clkdlybuf4s50_1, sky130_fd_sc_hd__nor2_1
  – Highest-count logic cell in the final layout: sky130_fd_sc_hd__o21ai_0
  – Cell Count, Final, Fillers Out: 5,400

Global route
  – First-pass GRT wire length: 242,000 um
  – Number of antenna violations at the first check in global routing: 2
  – Vias in the first global route: 37,500
  – Maximum number of pins on one net before global-route repair: 165
  – Global-route usage over all layers: 48.6%
  – Overflow left after global routing: 0

Placed design
  – Instance count after placement with tap cells included: 5,307
  – Gp weighted congestion: 1.03
  – I/O Buffers: 358
  – Estimated wirelength of the detail-placed design: 103,000 um

Timing
  – Maximum clock frequency: 105 MHz
  – Post-layout period usage: 32.3%
  – Final Hold Vio Count: 0
  – Final count of pins violating max slew: 0
  – Time the final worst path needs with I/O delays and setup: 9.50 ns
  – Setup violations, final: 0
  – Slew headroom: 36.2%
  – Worst-Margin Slew: 0.954 ns
  – RSZ-0062 raised after global routing: no
  – Max Clock Skew: 0.0328 ns
  – Final total negative setup slack: 0 ns

Worst hold path
  – Endpoint of the worst hold-timing path: msg_count[15]
  – Worst min path class: reg2reg
  – Min-delay src: msg_count[15]
  – Instance count along the most critical hold path: 1

Status
  – Run status: finished, final reports clean
[stage by stage]
step                      utilization [%]  setup WS, ns  hold slack [ns]  instance area, um^2  total power (W)
final                                59.6         19.90            0.507                38500          0.00144
after global routing                 59.6         19.74            0.548                38500          0.00147
after floorplan                         -         21.19            0.445                32900         0.000670
after CTS                            59.6         20.00            0.511                38500          0.00143
after detailed placement             56.9         19.47            0.499                36800         0.000777
after global placement               56.9         19.47            0.488                36800         0.000777
[Yosys cell counts, drive strengths merged (6+ instances only)]
cell / number / area share (%)
nor2: 337 / 3.8
mux4: 9 / 0.62
buf: 76 / 0.94
a222oi: 9 / 0.27
or3: 27 / 0.51
xnor2: 48 / 1.3
a2bb2oi: 7 / 0.19
nand2: 486 / 5.5
nor2b: 38 / 0.72
a221o: 11 / 0.33
a221oi: 17 / 0.45
a211oi: 162 / 3.7
clkbuf: 461 / 5.3
o32ai: 12 / 0.32
a31oi: 12 / 0.23
a21oi: 297 / 4.5
mux2i: 55 / 1.7
o21ai: 562 / 8.5
mux2: 152 / 5.2
and2: 18 / 0.34
o2111ai: 6 / 0.16
xor2: 50 / 1.3
or4: 10 / 0.23
a2111oi: 6 / 0.16
ha: 17 / 0.65
o31ai: 23 / 0.52
a22o: 33 / 0.88
nor3: 217 / 3.3
dfrtp: 379 / 29
and3: 26 / 0.49
a211o: 13 / 0.35
nand2b: 12 / 0.23
a22oi: 60 / 1.4
nor4: 22 / 0.54
o221ai: 132 / 3.5
o211ai: 28 / 0.64
o22a: 59 / 1.6
nand3: 195 / 3.0
inv: 29 / 0.33
o22ai: 320 / 6.1
nand4: 11 / 0.21
[state kept, by name, summed over array words and instances, names as in the netlist]
signal and flops:
msg_length 16, msg_count 16, payload0 48, payload_mask 32, vout 1, payload 256, state 5, payload0_mask 6
[worst max path at each step]
stage              to  slack, ns          from
4_1_cts      in_ready      20.00  msg_count[6]
5_1_grt   payload[74]      19.74      in_valid
6_report  payload[73]      19.90      in_valid
[per-layer routing]
layer,GRT usage (%),part of all wire [%],vias up
met5,0.214,0.011,-
met1,65.3,36,18600
met3,13.7,12,656
met4,28.2,7.2,2
li1,-,-,16900
met2,71.5,44,3266
[cells by family (layout without fill, tap and decap cells)]
kind of cell,after synthesis,after routing,synth area share [%]
other cells,0,3,0
xor+xnor,98,98,2.61
compound gates,1797,1797,34.6
buf+inv,567,621,6.54
fa+ha+maj,17,17,0.646
mux,216,216,7.49
simple gates,1413,1413,19.3
flops,380,380,28.9
[power groups by stage]
stage,registers (W),logic (W),clock network [W]
CTS,0.000543,0.000225,0.000662
global route,0.000544,0.000245,0.000681
finish,0.000544,0.000236,0.000659
[cell type report]
| cell class | count | area, um^2 |
|---|---|---|
| inverters | 30 | 113 |
| well taps | 855 | 1070 |
| flip-flops and latches | 380 | 9520 |
| multi-input cells | 3541 | 21400 |
| fillers | 5798 | 26200 |
| clock inverters | 24 | 329 |
| clock buffers | 66 | 1410 |
| diodes | 3 | 7.51 |
| repair buffers | 501 | 4720 |
Power figures rest on the tool's default switching activity, not on a simulated workload.
